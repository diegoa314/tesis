==> ./design.v <==
module asyncFIFO(
	input we,
	output writable,
	input re,
	output readable,
	input [31:0] din,
	output [31:0] dout,
	input read_clk,
	input read_rst,
	input write_clk,
	input write_rst
);
wire graycounter0_ce;
(* no_retiming = "true" *) reg [5:0] graycounter0_q = 6'd0;
wire [5:0] graycounter0_q_next;
reg [5:0] graycounter0_q_binary = 6'd0;
reg [5:0] graycounter0_q_next_binary;
wire graycounter1_ce;
(* no_retiming = "true" *) reg [5:0] graycounter1_q = 6'd0;
wire [5:0] graycounter1_q_next;
reg [5:0] graycounter1_q_binary = 6'd0;
reg [5:0] graycounter1_q_next_binary;
wire [5:0] produce_rdomain;
wire [5:0] consume_wdomain;
wire [4:0] wrport_adr;
wire [31:0] wrport_dat_r;
wire wrport_we;
wire [31:0] wrport_dat_w;
wire [4:0] rdport_adr;
wire [31:0] rdport_dat_r;
(* no_retiming = "true" *) reg [5:0] multiregimpl0_regs0 = 6'd0;
(* no_retiming = "true" *) reg [5:0] multiregimpl0_regs1 = 6'd0;
(* no_retiming = "true" *) reg [5:0] multiregimpl1_regs0 = 6'd0;
(* no_retiming = "true" *) reg [5:0] multiregimpl1_regs1 = 6'd0;
// synthesis translate_off
reg dummy_s;
initial dummy_s <= 1'd0;
// synthesis translate_on
assign graycounter0_ce = (writable & we);
assign graycounter1_ce = (readable & re);
assign writable = (((graycounter0_q[5] == consume_wdomain[5]) | (graycounter0_q[4] == consume_wdomain[4])) | (graycounter0_q[3:0] != consume_wdomain[3:0]));
assign readable = (graycounter1_q != produce_rdomain);
assign wrport_adr = graycounter0_q_binary[4:0];
assign wrport_dat_w = din;
assign wrport_we = graycounter0_ce;
assign rdport_adr = graycounter1_q_next_binary[4:0];
assign dout = rdport_dat_r;
// synthesis translate_off
reg dummy_d;
// synthesis translate_on
always @(*) begin
	graycounter0_q_next_binary <= 6'd0;
	if (graycounter0_ce) begin
		graycounter0_q_next_binary <= (graycounter0_q_binary + 1'd1);
	end else begin
		graycounter0_q_next_binary <= graycounter0_q_binary;
	end
// synthesis translate_off
	dummy_d <= dummy_s;
// synthesis translate_on
end
assign graycounter0_q_next = (graycounter0_q_next_binary ^ graycounter0_q_next_binary[5:1]);
// synthesis translate_off
reg dummy_d_1;
// synthesis translate_on
always @(*) begin
	graycounter1_q_next_binary <= 6'd0;
	if (graycounter1_ce) begin
		graycounter1_q_next_binary <= (graycounter1_q_binary + 1'd1);
	end else begin
		graycounter1_q_next_binary <= graycounter1_q_binary;
	end
// synthesis translate_off
	dummy_d_1 <= dummy_s;
// synthesis translate_on
end
assign graycounter1_q_next = (graycounter1_q_next_binary ^ graycounter1_q_next_binary[5:1]);
assign produce_rdomain = multiregimpl0_regs1;
assign consume_wdomain = multiregimpl1_regs1;
always @(posedge read_clk) begin
	graycounter1_q_binary <= graycounter1_q_next_binary;
	graycounter1_q <= graycounter1_q_next;
	if (read_rst) begin
		graycounter1_q <= 6'd0;
		graycounter1_q_binary <= 6'd0;
	end
	multiregimpl0_regs0 <= graycounter0_q;
	multiregimpl0_regs1 <= multiregimpl0_regs0;
end
always @(posedge write_clk) begin
	graycounter0_q_binary <= graycounter0_q_next_binary;
	graycounter0_q <= graycounter0_q_next;
	if (write_rst) begin
		graycounter0_q <= 6'd0;
		graycounter0_q_binary <= 6'd0;
	end
	multiregimpl1_regs0 <= graycounter1_q;
	multiregimpl1_regs1 <= multiregimpl1_regs0;
end
reg [31:0] storage[0:31];
reg [4:0] memadr;
reg [4:0] memadr_1;
always @(posedge write_clk) begin
	if (wrport_we)
		storage[wrport_adr] <= wrport_dat_w;
	memadr <= wrport_adr;
end
always @(posedge read_clk) begin
	memadr_1 <= rdport_adr;
end
assign wrport_dat_r = storage[memadr];
assign rdport_dat_r = storage[memadr_1];
endmodule
==> ./run.sh <==
#!/bin/bash
# OpenROAD 26Q1-2900-gdf79404cd8, Yosys 0.63+post, stock flow scripts
make -C /OpenROAD-flow-scripts/flow DESIGN_CONFIG=/design/flow/config.mk WORK_HOME=/design/flow/orfs finish
==> ./config.mk <==
export PLATFORM = sky130hd
export DESIGN_NAME = asyncFIFO
export DESIGN_NICKNAME = asyncFIFO
export VERILOG_FILES = /design/flow/design.v
export SDC_FILE = /design/flow/constraint.sdc
export NUM_CORES = 4
export LEC_CHECK = 1
export CORE_UTILIZATION = 50
==> ./constraint.sdc <==
current_design asyncFIFO

set clk_period 17.7
set clk_io_pct 0.2

create_clock -name clk0 -period $clk_period [get_ports {read_clk}]
create_clock -name clk1 -period $clk_period [get_ports {write_clk}]

set non_clock_inputs [all_inputs -no_clocks]
set_input_delay [expr $clk_period * $clk_io_pct] -clock clk0 $non_clock_inputs
set_output_delay [expr $clk_period * $clk_io_pct] -clock clk0 [all_outputs]
==> impl_metrics.env <==
# source this file to load flow results
export IMPL_yosysWarningCount=2
export IMPL_top_cell="edfxtp_1"
export IMPL_vias=17900
export IMPL_hold_class="reg -> reg"
export IMPL_fin_worst_skew_ps=30.5
export IMPL_max_cap_viol_count=0
export IMPL_crit_path_start_kind="flip-flop"
export IMPL_cp_max_fo=36
export IMPL_slew_headroom=0.319
export IMPL_grt_max_degree=55
export IMPL_postCtsSetupRepairBufs=0
export IMPL_ff_latch_area_sq_um=31800
export IMPL_dieArea_sq_um=82300
export IMPL_yosysChipArea_sq_um=40600
export IMPL_clkTransAtPathRegs_ps=70
export IMPL_logic_area_sq_um=8620
export IMPL_avgSynthCellArea_sq_um=24.6
export IMPL_cp_required_ps=14160
export IMPL_vdd_ir_drop_max_mv=0.0773
export IMPL_rows=104
export IMPL_synthCells=1649
export IMPL_slew_viol_final=0
export IMPL_portBuffers=70
export IMPL_ios=72
export IMPL_ys_cells=1649
export IMPL_postRouteAntennaNets=0
export IMPL_post_synth_top_area_fraction=0.758
export IMPL_via_per_inst=5.99
export IMPL_total_leakage_power_uw=0.0143
export IMPL_drc=0
export IMPL_hold_buffers=6
export IMPL_cts_resized=0
export IMPL_arrival_ps=4570
export IMPL_fillers=5551
export IMPL_die_height_microns=287
export IMPL_dieWidth_microns=287
export IMPL_first_global_vias=20100
export IMPL_end_kind="output port"
export IMPL_dp_hpwl_mm=47.2
export IMPL_worst_slew_pin_slew_ps=1020
export IMPL_power_density_nw_per_um2=130
export IMPL_topCellsByArea="edfxtp_1 76%, mux4_2 18%, dfxtp_1 2.5%"
export IMPL_outcome="finished, final reports clean"
export IMPL_rsz0062_at_grt="no"
export IMPL_drt_iter0_markers=945
export IMPL_fp_utilization=0.504
export IMPL_clock_sinks=1075
export IMPL_gp_congestion=0.798
export IMPL_coreArea_sq_um=80400
export IMPL_synth_main_ff_cell="edfxtp_1"
export IMPL_grt_pass1_wl_mm=134
export IMPL_top_cells_by_count="1,024 x edfxtp_1, 320 x mux4_2, 57 x nor2_1"
export IMPL_synth_cell_type_count=29
export IMPL_hold_viol=0
export IMPL_crit_type="reg -> out"
export IMPL_setup_violations=0
export IMPL_ys_flops=1075
export IMPL_rrSetupSlack_ps=14740
export IMPL_holdWs_ps=323
export IMPL_edf_count=1024
export IMPL_wl_mm=91.9
export IMPL_routedWlPerCell_microns=30.8
export IMPL_cts_tree="built"
export IMPL_async_flop_share=0
export IMPL_grt_use_total=0.264
export IMPL_finalSetupTns_ps=0
export IMPL_largest_area_cell="edfxtp_1"
export IMPL_drive_above_1_share=0.323
export IMPL_warnings=30
export IMPL_antenna_found_initial=2
export IMPL_area_growth_pct=15.1
export IMPL_grt_overflow=0
export IMPL_syn_cell_area_sq_um=40600
export IMPL_postSynthSeqShare=0.783
export IMPL_dr_pass1_iters=5
[final timing paths]
kind               cells after the start                endpoint                   start
max                                    7                dout[25]             memadr_1[0]
min                                    0  multiregimpl1_regs1[1]  multiregimpl1_regs0[1]
max reg2reg                            7          storage[12][2]       graycounter0_q[5]
min reg2reg                            0  multiregimpl1_regs1[1]  multiregimpl1_regs0[1]
max in group clk1                      6          storage[7][31]                      we
min in group clk0                      0  multiregimpl0_regs1[1]  multiregimpl0_regs0[1]
[registers in the layout, indices dropped and copies added, names as in the netlist, 6 cells and up]
signal                 count
multiregimpl0_regs0        6
multiregimpl0_regs1        6
graycounter0_q             6
storage                 1024
graycounter1_q_binary      6
multiregimpl1_regs0        6
multiregimpl1_regs1        6
[worst max-delay path: stages, from the launching register on]
cell and delay [ps]:
dfxtp_4 500, buf_4 500, buf_4 690, buf_4 720
mux4_2 610, mux4_2 530, mux2_2 310, clkdlybuf4s50_1 410
[stage by stage]
step | setup WS (ps) | cell area [sq um] | cells | power (uW) | util
after detailed placement | 9690 | 43000 | 2774 | 3850 | 0.535
after global routing | 9180 | 46700 | 2981 | 6290 | 0.581
after global placement | 9690 | 43000 | 2774 | 3840 | 0.535
final | 9590 | 46700 | 2981 | 6080 | 0.581
after CTS | 9420 | 46700 | 2980 | 6140 | 0.581
after floorplan | 12020 | 40600 | 1649 | 3580 | -
[where the power goes]
group          total [uW]  switching [uW]  internal (uW)
registers            2840            28.4           2810
clock network        2300             931           1370
logic                 937             395            542
total                6080            1350           4720
[kinds of logic after synthesis]
family	share of synthesized area
xor+xnor	0.00713
simple gates	0.00898
flops	0.783
fa+ha+maj	0.00154
buf+inv	0.0101
mux	0.188
compound gates	0.00142
[routing by layer]
metal / global-route usage / share of wire / vias up
met3: 0.199 / 0.17 / 128
met5: 0.00291 / 0.00052 / -
met1: 0.342 / 0.31 / 9089
met2: 0.389 / 0.50 / 1188
li1: - / - / 7445
met4: 0.0451 / 0.021 / 4
[cells in the final DEF, fill, tap and decap left out, types with 2 or more instances in the layout]
master	Yosys	final
nand3b_1	2	2
dlygate4sd3_1	0	6
nand3_1	5	5
mux4_2	320	320
a211oi_1	2	2
nor2_1	57	25
clkinvlp_4	0	3
clkbuf_1	38	21
clkinv_2	0	16
nor2_4	0	32
xor2_1	11	11
clkdlybuf4s50_1	0	70
buf_4	6	75
clkinv_1	0	27
inv_6	0	4
inv_1	7	7
a21oi_1	5	5
ha_1	5	5
dfxtp_4	0	4
and2_1	2	2
clkbuf_16	0	110
mux2i_1	4	4
dfxtp_1	51	46
nand2_1	8	8
bufinv_16	0	16
mux2_2	32	32
xnor2_1	22	22
edfxtp_1	1024	1024
nand4_1	4	4
[cell type report]
| class | instances | area share |
|---|---|---|
| flip-flops and latches | 1075 | 0.681 |
| inverters | 7 | 0.000563 |
| repair buffers | 151 | 0.0283 |
| multi-input cells | 487 | 0.185 |
| clock buffers | 131 | 0.0606 |
| diodes | 1 | 0.0000536 |
| well taps | 1060 | 0.0284 |
| clock inverters | 69 | 0.0166 |
Power and IR drop assume default switching activity.
